==> design.v <==
`timescale 1ns / 1ps
module RegisterFile(
    input wire clk,
    input wire rst,
    input wire WE3,
    input wire [4:0] A1,
    input wire [4:0] A2,
    input wire [4:0] A3,
    input wire [31:0] WD3,
    output wire [31:0] RD1,
    output wire [31:0] RD2
    );
    reg [31:0] RegFile[31:1];
    integer i;
    always@(negedge clk or posedge rst) 
    begin 
        if(rst)                                 for(i=1;i<32;i=i+1) RegFile[i][31:0]<=32'b0;
        else if( (WE3==1'b1) && (A3!=5'b0) )    RegFile[A3]<=WD3;   
    end
    assign RD1= (A1==5'b0)?32'b0:RegFile[A1];
    assign RD2= (A2==5'b0)?32'b0:RegFile[A2];
endmodule
==> run.sh <==
#!/bin/bash
# OpenROAD 26Q1-2900-gdf79404cd8, Yosys 0.63+post, stock flow scripts
make -C /OpenROAD-flow-scripts/flow DESIGN_CONFIG=/design/flow/config.mk WORK_HOME=/design/flow/orfs finish
==> config.mk <==
export PLATFORM = sky130hd
export DESIGN_NAME = RegisterFile
export DESIGN_NICKNAME = RegisterFile
export VERILOG_FILES = /design/flow/design.v
export SDC_FILE = /design/flow/constraint.sdc
export NUM_CORES = 4
export LEC_CHECK = 1
export CORE_UTILIZATION = 40
==> constraint.sdc <==
current_design RegisterFile

set clk_period 10.7
set clk_io_pct 0.2

create_clock -name clk0 -period $clk_period [get_ports {clk}]

set non_clock_inputs [all_inputs -no_clocks]
set_input_delay [expr $clk_period * $clk_io_pct] -clock clk0 $non_clock_inputs
set_output_delay [expr $clk_period * $clk_io_pct] -clock clk0 [all_outputs]
==> impl_metrics.env <==
# flow metrics
export IMPL_setup_violations=0
export IMPL_status="finished clean"
export IMPL_globalRouteOverflowTotal=0
export IMPL_grt_first_pass_wirelength_um=369000
export IMPL_cap_violations=0
export IMPL_ios=114
export IMPL_critPathMaxStageDelay_ns=0.56
export IMPL_synth_sequential_area_ratio_pct=47.6
export IMPL_vias=48000
export IMPL_yosysUniqueCellTypes=75
export IMPL_cts_buffer_depth=3
export IMPL_numCtsBuffers=108
export IMPL_numClockSinks=992
export IMPL_hold_path_end="RegFile[24][10]"
export IMPL_p_per_area_nw_per_um2=183
export IMPL_grt_max_degree=116
export IMPL_wl_per_cell_um=41.3
export IMPL_fin_area_um2=59700
export IMPL_worstHoldPathType="reg -> reg"
export IMPL_ant_nets=0
export IMPL_worst_r2r_cell_count=1
export IMPL_worst_slack_ns=0.0664
export IMPL_pre_cts_slack_ns=0.546
export IMPL_crit_buf_inv=1
export IMPL_ys_flops=992
export IMPL_holdPathStages=1
export IMPL_postSynthCellCount=4689
export IMPL_grtUsageTotal_pct=41.9
export IMPL_cts_root_buffer_cell="clkbuf_16"
export IMPL_postPlaceCellArea_um2=55800
export IMPL_dieArea_um2=132000
export IMPL_cp_start_kind="flop"
export IMPL_rows=132
export IMPL_ys_warnings_count=2
export IMPL_worstSetupPathType="reg -> out"
export IMPL_rr_startpoint="RegFile[28][2]"
export IMPL_cts_setup_buffers=0
export IMPL_worst_path_max_fanout=3
export IMPL_drive_gt1_share_pct=31.4
export IMPL_largestRegisters="RegFile x992"
export IMPL_avgViaCountPerCell=7.41
export IMPL_antenna_found_initial=26
export IMPL_r2r_end="RegFile[28][2]"
export IMPL_worstMarginPinSlew_ns=1.25
export IMPL_grt_setup_unrepaired="no"
export IMPL_htreeDepth=3
export IMPL_avgSynthCellArea_um2=11.1
export IMPL_insertion_delay_ns=0.67
export IMPL_cts_hold_buf=0
export IMPL_vdd_drop_max_mv=0.133
export IMPL_fillCellCount=11600
export IMPL_top_register="RegFile"
export IMPL_synth_stat_cells=4689
export IMPL_coreArea_um2=129000
export IMPL_drv_slew=0
export IMPL_cellLeakagePower_nw=25.3
export IMPL_slew_headroom_pct=16.9
export IMPL_grt_pass1_vias=46100
export IMPL_synth_edff_count=0
export IMPL_cp_top_family="AND-OR/OR-AND gates"
export IMPL_portBuffers=113
export IMPL_final_cells=6480
export IMPL_final_util_pct=46.1
export IMPL_drtPass1Iterations=12
export IMPL_crit_required_ns=8.56
export IMPL_ys_async_sr_fraction_pct=100
export IMPL_largest_register_ffs=992
export IMPL_synth_area_yosys_um2=52100
export IMPL_drt_iter0_markers=6226
export IMPL_syn_to_final_growth_pct=14.5
export IMPL_hp_start="RegFile[24][10]"
export IMPL_dp_hpwl_um=150000
export IMPL_ff_type="dfrtn_1"
export IMPL_comb_area_um2=25200
export IMPL_fp_utilization_pct=40.3
export IMPL_dieWidth_um=363
export IMPL_cp_end_kind="output pin"
export IMPL_crit_arrival_ns=8.49
export IMPL_setup_tns_ns=0
export IMPL_cpMaxStageDelayCell="a21oi_1"
export IMPL_regArea_um2=24800
export IMPL_routed_wl_um=267000
export IMPL_drc_errors=0
export IMPL_cts_tree="done"
export IMPL_reg2reg_slack_ns=9.81
export IMPL_tool_warnings=31
export IMPL_skew_ns=0
export IMPL_cp_cell_sequence="nand4b_1 -> a21oi_1 -> a221o_1 -> nor4_1 -> a31oi_1 -> clkdlybuf4s50_1"
export IMPL_routabilityCongestion=1.02
export IMPL_clk_pin_slew_ns=0.04
export IMPL_hold_violations=0
export IMPL_syn_area_um2=52100
export IMPL_die_h_um=363
export IMPL_place_inst=6253
area by class of cell:
cell class | count | area share (%)
antenna | 34 | 0.143
clock buffer | 153 | 5.29
clock inverter | 40 | 1.07
inverter | 14 | 0.0944
multi-input combinational | 3153 | 42.3
sequential | 992 | 41.6
tap | 1742 | 3.65
timing repair buffer | 352 | 5.83
layer usage:
layer | share of wire (%) | vias up | GRT usage [%]
li1 | - | 17900 | -
met1 | 33 | 23800 | 50.4
met2 | 39 | 4721 | 54.0
met3 | 18 | 1597 | 28.8
met4 | 9.3 | 40 | 27.5
met5 | 0.21 | - | 1.71
Yosys cell counts (all sizes together) (5+ instances only):
library cell  number  area, um^2
o21ai             15        75.1
a21oi             81         405
mux2             987       11100
a31oi             61         382
dfrtn            992       24800
nor4              49         340
and4              49         429
nand2b             6        37.5
a221o              9        90.1
a22oi            348        2610
nor2              41         176
nand3            698        3500
nand4            206        1290
o2111ai            9        78.8
nand2             62         233
a22o              32         280
o31a              14         123
a221oi             5        50.0
a2111oi           56         556
clkbuf           245         925
buf              285        1440
and3b              6        52.6
nand4b            10        87.6
or2                7        43.8
a222oi            46         460
nor3              32         235
nor2b             12        75.1
nand3b             9        87.6
and3             212        1330
nor3b             11         114
inv               14        52.6
and2              36         230
cells by family (layout without fill, tap and decap cells):
| group | count (synthesis) | after routing | share of synthesized area, % |
|---|---|---|---|
| muxes | 991 | 991 | 21.4 |
| and+or+nand+nor | 1460 | 1460 | 16.1 |
| DFF | 992 | 992 | 47.6 |
| AOI/OAI and AO/OA | 702 | 702 | 10.2 |
| buffers and inverters | 544 | 559 | 4.63 |
| other | 0 | 34 | 0 |
how the worst max path moves through the flow:
| stage | from | to | slack, ns | cells after the start |
|---|---|---|---|---|
| 4_1_cts | RegFile[31][31] | RD1[31] | 0.03 | 6 |
| 5_1_grt | RegFile[31][31] | RD1[31] | 0.06 | 6 |
| 6_report | RegFile[20][28] | RD2[28] | 0.07 | 6 |
placed cells by master, fill, tap and decap left out, types with 12 or more instances in the layout:
master / Yosys / layout
a2111oi_0: 44 / 43
a21oi_1: 81 / 81
a222oi_1: 46 / 46
a22o_1: 32 / 32
a22oi_1: 348 / 348
a31oi_1: 61 / 61
and2_1: 33 / 27
and3_1: 212 / 209
and4_1: 49 / 49
buf_12: 0 / 48
buf_4: 8 / 193
bufinv_16: 0 / 17
clkbuf_1: 241 / 20
clkbuf_16: 0 / 111
clkbuf_8: 0 / 22
clkdlybuf4s50_1: 0 / 103
clkinv_2: 0 / 18
dfrtn_1: 992 / 992
diode_2: 0 / 34
inv_1: 13 / 12
mux2_1: 50 / 50
mux2_2: 937 / 937
nand2_1: 62 / 52
nand3_1: 696 / 696
nand4_1: 206 / 206
nor2_1: 34 / 14
nor2_4: 1 / 17
nor3_1: 22 / 18
nor4_1: 45 / 45
o21ai_0: 15 / 15
o31a_1: 14 / 14
timing repair:
action,CTS,global route
endpoints found under the setup margin,0,1
resized,0,1
endpoints found under the hold margin,0,0
where the power goes:
group          leakage (nW)  switching [mW]  internal [mW]  total (mW)
Clock                  1.87            1.64           2.44        4.09
Combinational          10.8           0.834          0.800        1.63
Sequential             12.7           0.667           4.55        5.22
per-stage QoR:
step / power, mW / hold slack [ns]
after global placement: 6.78 / 0.457
after detailed placement: 6.81 / 0.462
final: 10.9 / 0.465
after global routing: 11.2 / 0.475
after floorplan: 6.04 / 0.431
after CTS: 10.9 / 0.463
Power is estimated from default activity; no workload was simulated.
