File: config.mk
export PLATFORM = sky130hd
export DESIGN_NAME = InstructionRamNoCache
export DESIGN_NICKNAME = InstructionRamNoCache
export VERILOG_FILES = /design/flow/design.v
export SDC_FILE = /design/flow/constraint.sdc
export NUM_CORES = 4
export LEC_CHECK = 1
export CORE_UTILIZATION = 50
export SYNTH_MEMORY_MAX_BITS = 65536
File: constraint.sdc
current_design InstructionRamNoCache

set clk_period 1.4
set clk_io_pct 0.2

create_clock -name clk0 -period $clk_period [get_ports {clk}]

set non_clock_inputs [all_inputs -no_clocks]
set_input_delay [expr $clk_period * $clk_io_pct] -clock clk0 $non_clock_inputs
set_output_delay [expr $clk_period * $clk_io_pct] -clock clk0 [all_outputs]
File: design.v
`timescale 1ns / 1ps
module InstructionRamNoCache(    
    input  clk, rst,
    input  [31:0] addra,
    output [31:0] douta
);
wire [31:0] rdataa;
reg addra_valid_latch=1'b0;
always @ (posedge clk or posedge rst) begin
    if(rst) begin
        addra_valid_latch <= 1'b0;
    end else begin
        addra_valid_latch <= ( addra[31:14]==18'h0 );
    end
end
assign douta = addra_valid_latch ? rdataa : 0;
InstructionRam InstructionRam_inst(    
    .clk       ( clk                       ),
    .rst       ( rst                       ),
    .wea       ( 4'h0                      ),   
    .addra     ( addra[13:2]               ),
    .dina      ( 0                         ),   
    .douta     ( rdataa                    )
);
endmodule
module InstructionRam(
    input  clk, rst,
    input  [ 3:0] wea,
    input  [11:0] addra,
    input  [31:0] dina ,
    output reg [31:0] douta
);
initial begin douta=0;end
reg [31:0] ram_cell [1024];
initial begin
    ram_cell[       0] = 32'h10004693;
    ram_cell[       1] = 32'h00001137;
    ram_cell[       2] = 32'h00004533;
    ram_cell[       3] = 32'h000045b3;
    ram_cell[       4] = 32'hfff68613;
    ram_cell[       5] = 32'h00261613;
    ram_cell[       6] = 32'h008000ef;
    ram_cell[       7] = 32'h0000006f;
    ram_cell[       8] = 32'h0cc5da63;
    ram_cell[       9] = 32'h0005e333;
    ram_cell[      10] = 32'h000663b3;
    ram_cell[      11] = 32'h006502b3;
    ram_cell[      12] = 32'h0002a283;
    ram_cell[      13] = 32'h04735263;
    ram_cell[      14] = 32'h00750e33;
    ram_cell[      15] = 32'h000e2e03;
    ram_cell[      16] = 32'h005e4663;
    ram_cell[      17] = 32'hffc38393;
    ram_cell[      18] = 32'hfedff06f;
    ram_cell[      19] = 32'h00650eb3;
    ram_cell[      20] = 32'h01cea023;
    ram_cell[      21] = 32'h02735263;
    ram_cell[      22] = 32'h00650e33;
    ram_cell[      23] = 32'h000e2e03;
    ram_cell[      24] = 32'h01c2c663;
    ram_cell[      25] = 32'h00430313;
    ram_cell[      26] = 32'hfedff06f;
    ram_cell[      27] = 32'h00750eb3;
    ram_cell[      28] = 32'h01cea023;
    ram_cell[      29] = 32'hfc7340e3;
    ram_cell[      30] = 32'h00650eb3;
    ram_cell[      31] = 32'h005ea023;
    ram_cell[      32] = 32'hffc10113;
    ram_cell[      33] = 32'h00112023;
    ram_cell[      34] = 32'hffc10113;
    ram_cell[      35] = 32'h00b12023;
    ram_cell[      36] = 32'hffc10113;
    ram_cell[      37] = 32'h00c12023;
    ram_cell[      38] = 32'hffc10113;
    ram_cell[      39] = 32'h00612023;
    ram_cell[      40] = 32'hffc30613;
    ram_cell[      41] = 32'hf7dff0ef;
    ram_cell[      42] = 32'h00012303;
    ram_cell[      43] = 32'h00410113;
    ram_cell[      44] = 32'h00012603;
    ram_cell[      45] = 32'h00410113;
    ram_cell[      46] = 32'h00012583;
    ram_cell[      47] = 32'hffc10113;
    ram_cell[      48] = 32'h00c12023;
    ram_cell[      49] = 32'hffc10113;
    ram_cell[      50] = 32'h00612023;
    ram_cell[      51] = 32'h00430593;
    ram_cell[      52] = 32'hf51ff0ef;
    ram_cell[      53] = 32'h00012303;
    ram_cell[      54] = 32'h00410113;
    ram_cell[      55] = 32'h00012603;
    ram_cell[      56] = 32'h00410113;
    ram_cell[      57] = 32'h00012583;
    ram_cell[      58] = 32'h00410113;
    ram_cell[      59] = 32'h00012083;
    ram_cell[      60] = 32'h00410113;
    ram_cell[      61] = 32'h00008067;
end
always @ (posedge clk or posedge rst)
    if(rst)
        douta <= 0;
    else
        douta <= ram_cell[addra];
always @ (posedge clk)
    if(wea[0]) 
        ram_cell[addra][ 7: 0] <= dina[ 7: 0];
always @ (posedge clk)
    if(wea[1]) 
        ram_cell[addra][15: 8] <= dina[15: 8];
always @ (posedge clk)
    if(wea[2]) 
        ram_cell[addra][23:16] <= dina[23:16];
always @ (posedge clk)
    if(wea[3]) 
        ram_cell[addra][31:24] <= dina[31:24];
endmodule
File: run.sh
#!/bin/bash
# OpenROAD 26Q1-2900-gdf79404cd8, Yosys 0.63+post, stock flow scripts
make -C /OpenROAD-flow-scripts/flow DESIGN_CONFIG=/design/flow/config.mk WORK_HOME=/design/flow/orfs finish
==> flow_summary.yaml <==
# physical design summary
grt:
  grtUsageTotal_pct: 32.54
  grt_max_degree: 31
  grt_pass1_wl_um: 14570
  antenna_found_initial: 0
  grt.overflow.total: 0
  grt_pass1_vias: 2842
final_timing:
  layout_setup_ws_ns: -0.2556
  finalClockPeriodUsage_pct: 118.3
  setup_viol: 30
  timing.fmax_mhz: 604.0
  fin_crit_ns: 1.656
  slew_violations: 0
  rsz0062_at_grt: "true"
  hold_viol: 0
  final.setup.tns_ns: -4.481
yosys:
  top_logic_kind: "AND-OR/OR-AND gates"
  syn_inst: 338
  ys_sh_aoi_pct: 30.91
  top_cell_area_share_pct: 27.40
  ys_seq_share_pct: 27.40
  synthArstFlopShare_pct: 100.0
  syn-mean-instance-area_um2: 8.107
  mux_share_pct: 3.836
  ys_cells: 338
  common_cells: "32 x and2_1, 30 x a21oi_1, 30 x dfrtp_1"
  synth.distinct_cells: 65
  flop_cell: "dfrtp_1"
  synth-edff-count: 0
  ys_sh_simple_pct: 24.25
  ys_ff: 30
  synth_warnings: 2
  synth.cellmix.adderShare_pct: 3.562
  ys_chip_area_um2: 2740
  synth.most_common_cell: "and2_1"
  largest_area_cell: "dfrtp_1"
  ys_top_cells_by_area: "dfrtp_1 27%, and2_1 7.3%, a21oi_1 5.5%"
  syn-cell-area_um2: 2740
  synth-xor-area-share_pct: 0.3196
place:
  placement.io_buffers: 57
  pre_cts_slack_ns: -0.8090
  dp_hpwl_um: 6714
  placed_cells: 511
  place.gp.congestion: 0.9411
worst_setup_path:
  critPathMaxFanout: 4
  cp.depth: 5
  path_buffers: 4
  path_delay_family: "buffers and inverters"
  crit_slowest_cell: "dfrtp_2"
  crit_path_start_kind: "register"
  slowest_delay_ns: 0.47
  required_ns: 1.12
  crit_arrival_ns: 1.38
  path_cells: "buf_12 > buf_6 > buf_6 > and2_4 > buf_2"
  crit_type: "reg -> out"
  end_kind: "primary output"
  crit_top_cell: "buf_6"
pwr:
  power_density_nw_per_um2: 610.0
  ir_worst_vdd_mv: 0.4349
  pwr-share-clk_pct: 26.6
  power_switching_mw: 0.8066
  pwr-share-seq_pct: 37.2
  p_int_mw: 1.807
  p_leak_nw: 1.970
  swShare_pct: 30.86
  combPwrFrac_pct: 36.2
status:
  violations: "setup timing"
  status: "finished with violations"
floorplanning:
  core.rowCount: 26
  ios: 66
  die_x_um: 76.03
  fp.coreArea_um2: 5205
  die_area_um2: 5781
  initCoreUtil_pct: 52.64
  die_h_um: 76.03
layout:
  logic_area_um2: 1908
  fillerInstances: 314
  drive_gt1_share_pct: 43.52
  final_cells: 541
  syn2layout_area_growth_pct: 56.39
  regArea_um2: 752.0
clock_tree:
  clock-root-buffer: "clkbuf_8"
  cts_made_buffers: 5
  clockBufferDepth: 2
  ctsHoldBuffers: 0
  cts_max_level: 2
  path_clk_slew_ns: 0.06
  cts_tree: "done"
  clock_sinks: 30
drt:
  drtIter0Drc: 260
  drtAntennaViolNets: 0
  firstDrtPassIters: 5
  wl_um: 10430
  diodes: 0
  drc_errors: 0
  vias_per_cell: 6.007
  vias: 3250
  wire_per_inst_um: 19.28
hold_path:
  hold_class: "in -> async"
run:
  maxCapViolations: 0
  log.warning_count: 44
==> worst max-delay path by stage <==
stage,end,start,slack [ns]
5_1_grt,douta[25],addra_valid_latch,-0.27
6_report,douta[31],addra_valid_latch,-0.26
4_1_cts,douta[25],addra_valid_latch,-0.30
==> layout by cell type, fill, tap and decap left out, types with 5 or more instances in the layout <==
cell             Yosys  final
clkbuf_2             0     30
o21ai_0             18     18
buf_6                4     19
o21a_1               6      6
nand2b_1            10     10
o211ai_1             5      5
clkbuf_8             0      6
nor2b_1             10     10
nand3_1              5      5
mux2i_1              6      6
nor3_1               6      6
clkdlybuf4s50_1      0     19
buf_4                8     82
o2bb2ai_1            6      5
inv_1                8      6
a21oi_1             30     30
and2_4               0     28
dfrtp_1             30     29
a31oi_1              7      6
buf_12               0      6
nor2_1              16     16
nand2_1             22     21
==> sequential cells by signal (all words and copies together), names as in the netlist <==
name and count:
InstructionRam_inst.douta 29, addra_valid_latch 1
==> layout make-up <==
cell class | count | area share, %
Clock inverter | 1 | 0.1168
Multi-Input combinational cell | 260 | 44.53
Sequential cell | 30 | 17.55
Clock buffer | 7 | 2.015
Inverter | 9 | 1.139
Timing Repair Buffer | 164 | 32.61
Tap cell | 70 | 2.044
==> power by group through the flow <==
stage | registers (mW) | clock network, mW | logic [mW]
global route | 0.980 | 0.742 | 1.01
finish | 0.972 | 0.695 | 0.947
CTS | 0.963 | 0.700 | 0.892
==> layer usage <==
metal	global-route usage [%]	share of wire, %	vias up
met5	4.545	0	-
met2	48.09	44	198
met4	4.231	0.77	0
met1	52.92	44	1548
li1	-	-	1488
met3	5.353	11	16
==> repair_timing <==
action,4_1_cts,5_1_grt
resized,30,119
endpoints found under the hold margin,0,0
gates cloned,0,3
setup buffers,4,16
endpoints found under the setup margin,60,45
pin swaps,7,9
==> metrics by stage <==
| stage | power, mW | instance area, um^2 | hold WS (ns) | util, % |
|---|---|---|---|---|
| floorplan | 1.473 | 2813 | 0.3502 | - |
| global placement | 1.829 | 3886 | 0.6410 | 74.66 |
| detailed placement | 1.837 | 3886 | 0.6411 | 74.66 |
| CTS | 2.556 | 4058 | 0.3456 | 77.96 |
| global route | 2.730 | 4285 | 0.3781 | 82.33 |
| finish | 2.614 | 4285 | 0.3656 | 82.33 |
==> logic make-up (layout without fill, tap and decap cells) <==
group           count (synthesis)  count (layout)
flops                          30              30
compound gates                121             121
mux                             9               9
simple gates                  120             120
fa+ha+maj                       8               8
other cells                     1               1
buf+inv                        48             181
xor+xnor                        1               1
Power is estimated from default activity; no workload was simulated.
